--- design/flow/config.mk ---
export PLATFORM = sky130hd
export DESIGN_NAME = mux1
export DESIGN_NICKNAME = mux1
export VERILOG_FILES = /design/flow/design.v
export SDC_FILE = /design/flow/constraint.sdc
export NUM_CORES = 4
export LEC_CHECK = 1
export CORE_AREA = 10 10 71 71
export DIE_AREA = 0 0 81 81
--- design/flow/constraint.sdc ---
current_design mux1

set clk_period 1.0
set clk_io_pct 0.2

create_clock -name clk0 -period $clk_period

set non_clock_inputs [all_inputs -no_clocks]
set_input_delay [expr $clk_period * $clk_io_pct] -clock clk0 $non_clock_inputs
set_output_delay [expr $clk_period * $clk_io_pct] -clock clk0 [all_outputs]
--- design/flow/design.v ---
`timescale 1ns/1ns
module mux1 (input [31:0] readdata, input [31:0] Aluresult, input Sel1, output [31:0] Outwritedata);
assign Outwritedata = Sel1 ? readdata : Aluresult;
endmodule
--- design/flow/run.sh ---
#!/bin/bash
# OpenROAD 26Q1-2900-gdf79404cd8, Yosys 0.63+post, stock flow scripts
make -C /OpenROAD-flow-scripts/flow DESIGN_CONFIG=/design/flow/config.mk WORK_HOME=/design/flow/orfs finish
==> results.py <==
# Synthesis and PnR figures
metrics = {
    "setup_path": {
        "cpMostUsedCell": "buf_12",
        "critical-path-max-stage-delay_ps": 300,
        "worstPathRequired_ps": 800,
        "crit_type": "input port to output pin",
        "worst-path-max-fanout": 6,
        "cp_slowest_cell": "mux2_4",
        "critPathArrivalTime_ps": 980,
        "cp-start-kind": "input port",
        "path_cells": "buf_12 > buf_12 > buf_8 > mux2_4 > buf_6",
        "crit_path_end_kind": "output pin",
    },
    "logic_synthesis": {
        "top_area_share_pct": 82.8,
        "synthCells": 36,
        "netlist_area_um2": 544,
        "yosysChipArea_um2": 544,
        "top_cells_by_area": "mux2_4 (83%), buf_12 (11%), mux2_2 (4.1%)",
        "ys_cells": 36,
        "avgSynthCellArea_um2": 15.1,
        "ys_seq_share_pct": 0,
        "top_cells_by_count": "mux2_4 (30), buf_12 (3), mux2_2 (2)",
        "yosys_warnings": 0,
        "ys_types": 4,
        "most_common_cell": "mux2_4",
        "top_area_cell": "mux2_4",
    },
    "sta": {
        "grt_setup_unrepaired": "yes",
        "tightest_slew_ps": 109,
        "setup_ws_ps": -184,
        "hold_viol": 0,
        "finalSetupViolations": 32,
        "slew_violations": 0,
        "fin_crit_sh_pct": 118,
        "finalCriticalPeriod_ps": 1180,
        "relSlewSlack_pct": 92.7,
        "fmaxAchievable_mhz": 844,
    },
    "hold_path": {
        "hold_class": "input port to output pin",
        "whs_path_depth": 3,
        "hold_start": "Aluresult[10]",
        "hold-path-endpoint": "Outwritedata[10]",
    },
    "detailed_routing": {
        "n_antenna_cell": 0,
        "vias": 700,
        "dr.pass1.iters": 2,
        "drt_drc_violations_left": 0,
        "drt-total-wl_mm": 2.96,
        "drt-initial-drc-count": 1,
        "viasPerCell": 3.76,
        "postRouteAntennaNets": 0,
        "post_drt_wl_per_cell_um": 15.9,
    },
    "placement": {
        "port_buffers": 97,
        "gp_congestion": 0.824,
        "dp_hpwl_mm": 2.54,
    },
    "floorplan": {
        "dieWidth_um": 81,
        "die_h_um": 81,
        "fp-utilization_pct": 15.0,
        "rows": 22,
        "io_pins": 97,
        "dieArea_um2": 6560,
        "core_area_um2": 3630,
    },
    "grt": {
        "grt_max_degree": 11,
        "track_usage_pct": 7.79,
        "grt_first_pass_wirelength_mm": 4.08,
        "overflow": 0,
        "grt_pass1_vias": 740,
        "antenna_found_initial": 0,
    },
    "cells_and_area": {
        "final_util_pct": 44.4,
        "area_growth_pct": 197,
        "flops": 0,
        "flop_area_um2": 0,
        "clkbuf_count": 0,
        "fillers": 348,
        "layout-drive-gt1-share_pct": 53.6,
    },
    "job": {
        "tool_warnings": 34,
        "drv_cap": 0,
    },
    "power_and_ir_drop": {
        "ir_worst_vdd_mv": 0.155,
        "p_total_mw": 0.635,
        "p_leak_nw": 0.925,
        "powerDensity_nw_per_um2": 393,
    },
    "outcome": {
        "violations": "negative setup slack",
        "outcome": "finished, violations left",
    },
}
==> metal layers <==
| layer | wire length (um) | part of all wire [%] | vias to the layer above | global-route usage [%] |
|---|---|---|---|---|
| met2 | 1460 | 49 | 52 | 13.9 |
| met4 | 0 | 0 | 0 | 0 |
| met3 | 347 | 12 | 0 | 3.23 |
| met5 | 0 | 0 | - | 0 |
| met1 | 1150 | 39 | 306 | 9.09 |
| li1 | - | - | 342 | - |
==> cells by family after synthesis <==
family | count (synthesis) | share of synthesized area (%)
buffers and inverters | 4 | 13.1
muxes | 32 | 86.9
==> critical path: cells and delay by family <==
kind,cells,cell delay (ps)
mux,1,300
buf+inv,4,480
==> cell usage in the layout (no fill, tap or decap) <==
cell type / instances
dlygate4sd2_1: 39
clkdlybuf4s50_1: 13
mux2_4: 32
dlymetal6s2s_1: 12
buf_16: 1
buf_8: 3
buf_6: 23
buf_2: 12
buf_12: 3
==> worst max-delay path by stage <==
| stage | from | endpoint | slack [ps] | cells past startpoint |
|---|---|---|---|---|
| CTS | Sel1 | Outwritedata[16] | -190 | 5 |
| global route | Aluresult[18] | Outwritedata[18] | -200 | 3 |
| finish | Sel1 | Outwritedata[15] | -180 | 5 |
==> metrics by stage <==
| stage | cells | setup TNS (ps) | setup WS (ps) | hold slack [ps] | cell area (um2) |
|---|---|---|---|---|---|
| global route | 186 | -4850 | -200 | 707 | 1610 |
| detailed placement | 179 | -15530 | -508 | 1350 | 1530 |
| finish | 186 | -4330 | -184 | 697 | 1610 |
| floorplan | 36 | 0 | 66.9 | 498 | 544 |
| CTS | 185 | -4440 | -189 | 800 | 1500 |
| global placement | 179 | -15410 | -512 | 1360 | 1530 |
==> power by group <==
group          internal, mW  switching, mW
Sequential                0              0
Clock                     0              0
Combinational         0.495          0.140
Total                 0.495          0.140
==> area by class of cell <==
| class | instances | area (um2) | share of cell area [%] |
|---|---|---|---|
| Tap cell | 48 | 60.1 | 3.72 |
| Timing Repair Buffer | 106 | 1070 | 66.5 |
| Multi-Input combinational cell | 32 | 480 | 29.8 |
==> repair_timing <==
item | CTS | global route
resized | 158 | 25
setup buffers | 5 | 1
endpoints found under the setup margin | 32 | 32
gates cloned | 1 | 0
hold buffers | 0 | 0
hold endpoints to repair | 0 | 0
Power figures rest on the tool's default switching activity, not on a simulated workload.
