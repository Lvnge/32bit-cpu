--- config.mk ---
export PLATFORM = sky130hd
export DESIGN_NAME = mux3
export DESIGN_NICKNAME = mux3
export VERILOG_FILES = /design/flow/design.v
export SDC_FILE = /design/flow/constraint.sdc
export NUM_CORES = 4
export LEC_CHECK = 1
export CORE_AREA = 10 10 71 71
export DIE_AREA = 0 0 81 81
--- constraint.sdc ---
current_design mux3

set clk_period 1.0
set clk_io_pct 0.2

create_clock -name clk0 -period $clk_period

set non_clock_inputs [all_inputs -no_clocks]
set_input_delay [expr $clk_period * $clk_io_pct] -clock clk0 $non_clock_inputs
set_output_delay [expr $clk_period * $clk_io_pct] -clock clk0 [all_outputs]
--- design.v ---
`timescale 1ns/1ns
module mux3 (input [31:0] readdata2, input [31:0] singex, input Sel3, output [31:0] outaluop2);
assign outaluop2 = Sel3 ? readdata2 : singex;
endmodule
--- run.sh ---
#!/bin/bash
# OpenROAD 26Q1-2900-gdf79404cd8, Yosys 0.63+post, stock flow scripts
make -C /OpenROAD-flow-scripts/flow DESIGN_CONFIG=/design/flow/config.mk WORK_HOME=/design/flow/orfs finish
==> results.py <==
# Metrics from the implementation run
metrics = {
    "global_route": {
        "wire_length_of_the_first_global_routing_pass_mm": 4.35,
        "globalRoute.totalOverflow": 0,
        "grt_antenna_before_repair": 0,
        "first_global_vias": 795,
        "global_route.peak_usage_layer": "met2",
        "grtUsageMet3_pct": 4.23,
        "grt_usage_pct": 8.24,
        "globalRouteMet2Util_pct": 14.1,
        "gr-usage-met1_pct": 9.61,
        "grt_max_degree": 13,
    },
    "timing": {
        "grt_setup_unrepaired": "true",
        "worst_slack_ns": -0.191,
        "holdWs_ns": 0.709,
        "final-setup-viol-count": 32,
        "timing.final.hold_violations": 0,
        "timing.slew.headroom_pct": 93.6,
        "report.final.slew_viol_count": 0,
        "worst-slew-pin-transition_ns": 0.0960,
        "period_used_pct": 119,
        "period_minus_slack_ns": 1.19,
        "timing.fmax_mhz": 840,
    },
    "critical_path": {
        "cells_traversed_along_the_worst_timing_path": "buf_12, buf_16, buf_12, mux2_4, buf_2",
        "crit_cells": 5,
        "critPathMaxStageDelay_ns": 0.28,
        "crit_path_top_delay_cell": "sky130_fd_sc_hd__mux2_4",
        "timing.critical_path.mode_cell": "sky130_fd_sc_hd__buf_12",
        "worst_path_buffer_plus_inverter_count": 4,
        "cp.arrival_ns": 0.99,
        "cell_family_with_the_largest_share_of_critical_path_delay": "buffers and inverters",
        "timing.setup.critical_path_class": "input port to output pin",
        "critPathLaunch": "Sel3",
        "crit_path_end_kind": "output pin",
        "cp_max_fo": 5,
        "critPathRequiredTime_ns": 0.80,
        "worstSetupEndpoint": "outaluop2[11]",
        "setup.worst_path.start_class": "input port",
    },
    "cells_and_area": {
        "finalNonFillerCells": 184,
        "layout-drive-gt1-share_pct": 52.9,
        "clock_buffer_count": 0,
        "layout-area-overhead-vs-synth_pct": 193,
        "final-seq-area_um2": 0,
        "mostFrequentLayoutCell": "sky130_fd_sc_hd__dlygate4sd2_1",
        "nFlopsAndLatches": 0,
        "layout_top_cells": "sky130_fd_sc_hd__dlygate4sd2_1 (58), sky130_fd_sc_hd__mux2_4 (32), sky130_fd_sc_hd__buf_6 (25)",
        "fill_cells": 353,
    },
    "floorplan": {
        "floorplan.core_util_pct": 15.0,
        "pin_count": 97,
        "die_height_um": 81,
        "rows": 22,
        "core_area_um2": 3630,
        "die.size.x_um": 81,
        "chipArea_um2": 6560,
    },
    "drt": {
        "routed_wire_length_mm": 2.94,
        "via_count": 703,
        "drt_drc_violations_left": 0,
        "drt_pass1_iterations": 1,
        "diodes": 0,
        "detail-route-antenna-nets": 0,
        "routed_wire_length_per_instance_um": 16.0,
        "detail_route.vias_per_cell": 3.82,
        "first_iter_violations": 0,
    },
    "place": {
        "dp_cells": 179,
        "io_buffer_count": 97,
        "routabilityCongestion": 0.847,
    },
    "synthesis": {
        "total_standard_cell_area_after_synthesis_um2": 544,
        "syn-instance-count": 36,
        "synth_seq_share_pct": 0,
        "yosysChipArea_um2": 544,
        "yosys_warnings": 0,
        "yosys-stat-cells": 36,
        "synth_cell_types": 4,
        "postSynthAreaPerCell_um2": 15.1,
    },
    "power": {
        "sw_frac_of_total_pct": 22.5,
        "power.density_nw_per_um2": 401,
        "share_comb_of_total_power_pct": 100.0,
        "internal_power_w": 0.000495,
        "pwr-share-clk_pct": 0,
        "worst_ir_drop_vdd_uv": 150,
        "power.static_leakage_nw": 0.859,
        "seqPwrFrac_pct": 0,
        "power_switching_w": 0.000144,
    },
    "flow_run": {
        "stage_log_warning_count": 34,
        "max_cap_violations": 0,
    },
    "clocking": {
        "ctsHoldBuffers": 0,
    },
    "outcome": {
        "status": "complete, but fails checks",
        "violations_in_the_final_reports": "negative setup slack",
    },
    "worst_hold_path": {
        "timing.hold.worst.class": "input port to output pin",
    },
}
==> cells in the mapped netlist <==
master                   instances  area share [%]
sky130_fd_sc_hd__buf_12          3              11
sky130_fd_sc_hd__mux2_4         30              83
sky130_fd_sc_hd__mux2_2          2             4.1
sky130_fd_sc_hd__buf_6           1             2.1
==> through the flow <==
stage	setup WS, ns	utilization [%]	total power (W)	TNS, ns	area, um^2
after CTS	-0.192	42.2	0.000611	-3.03	1530
after global placement	-0.513	42.4	0.000656	-15.37	1540
after global routing	-0.203	43.9	0.000685	-3.49	1600
final	-0.191	43.9	0.000639	-2.93	1600
after detailed placement	-0.503	42.4	0.000660	-15.47	1540
after floorplan	0.0669	-	0.000206	0	544
==> cell type report <==
cell class	count	area [um^2]	area share, %
Tap cell	48	60.1	3.76
Multi-Input combinational cell	32	480	30.1
Timing Repair Buffer	104	1050	66.1
==> logic make-up after synthesis <==
| logic type | share of synthesized area (%) |
|---|---|
| muxes | 86.9 |
| buffers and inverters | 13.1 |
==> power by group through the flow <==
stage | Combinational [W] | Sequential [W] | Clock [W]
4_1_cts | 0.000611 | 0 | 0
5_1_grt | 0.000685 | 0 | 0
6_report | 0.000639 | 0 | 0
==> per-layer routing <==
metal / vias to the layer above / part of all wire [%]
met4: 0 / 0
met3: 0 / 14
li1: 339 / -
met1: 314 / 36
met5: - / 0
met2: 50 / 50
==> what timing repair did <==
action,CTS,global route
setup endpoints to repair,32,32
resized,178,11
setup buffers,2,0
gates cloned,3,0
==> how the worst min path moves through the flow <==
stage	from	to	slack, ns	cells after the start
5_1_grt	singex[19]	outaluop2[19]	0.72	3
4_1_cts	singex[23]	outaluop2[23]	0.80	3
6_report	singex[19]	outaluop2[19]	0.71	3
Power is estimated from default activity; no workload was simulated.
